===== flow/design.v =====
`timescale 1ns / 1ps
module switch_debouncer( input RAW, input CLK, output reg CLEAN);
    reg[2:0] counter;
    wire TC;
    always @(posedge CLK) begin
        if(~RAW)
            counter <= 3'b000;
        else
            counter <= counter + 3'b001;
    end
    assign TC = (counter==3'b111);
    always @(posedge CLK) begin
        if(~RAW)    
            CLEAN <= 1'b0;
        else if (TC)
            CLEAN <= 1'b1; 
    end
endmodule

===== flow/run.sh =====
#!/bin/bash
# OpenROAD 26Q1-2900-gdf79404cd8, Yosys 0.63+post, stock flow scripts
make -C /OpenROAD-flow-scripts/flow DESIGN_CONFIG=/design/flow/config.mk WORK_HOME=/design/flow/orfs finish

===== flow/config.mk =====
export PLATFORM = sky130hd
export DESIGN_NAME = switch_debouncer
export DESIGN_NICKNAME = switch_debouncer
export VERILOG_FILES = /design/flow/design.v
export SDC_FILE = /design/flow/constraint.sdc
export NUM_CORES = 4
export LEC_CHECK = 1
export CORE_AREA = 10 10 70 70
export DIE_AREA = 0 0 80 80

===== flow/constraint.sdc =====
current_design switch_debouncer

set clk_period 1.5
set clk_io_pct 0.2

create_clock -name clk0 -period $clk_period [get_ports {CLK}]

set non_clock_inputs [all_inputs -no_clocks]
set_input_delay [expr $clk_period * $clk_io_pct] -clock clk0 $non_clock_inputs
set_output_delay [expr $clk_period * $clk_io_pct] -clock clk0 [all_outputs]

==> impl_metrics.env <==
# source this file to load flow results
export IMPL_outcome="finished clean"
export IMPL_ys_warn_count=1
export IMPL_fmax_mhz=734
export IMPL_final_antenna_net_count=0
export IMPL_cp_data_required_time_ns=1.20
export IMPL_ys_sh_xor=0
export IMPL_dp_worst_setup_slack_ns=0.374
export IMPL_htreeDepth=1
export IMPL_clk_pin_slew_ns=0.04
export IMPL_finalWorstSetupSlack_ns=0.138
export IMPL_wl_per_cell_um=4.05
export IMPL_stdcell_count=61
export IMPL_antenna_found_initial=0
export IMPL_grt_start_max_net_pins=5
export IMPL_crit_path_end_kind="output pin"
export IMPL_yosysSeqAreaShare=0.598
export IMPL_worst_pin_slew_ns=0.116
export IMPL_die_w_um=80
export IMPL_power_density_mw_per_mm2=1110
export IMPL_clk_path_buf_depth=2
export IMPL_wl_um=247
export IMPL_slowest_delay_ns=0.48
export IMPL_yosys_cell_types_count=5
export IMPL_whs_ns=0.431
export IMPL_synthAdderAreaFrac=0.187
export IMPL_die_size_y_um=80
export IMPL_cts_tree="built"
export IMPL_cp_max_fo=2
export IMPL_drive_gt1_frac=0.267
export IMPL_synth_logic_top_family="adder cells"
export IMPL_antenna_cells=0
export IMPL_clock_skew_ns=0.00488
export IMPL_netlist_area_um2=134
export IMPL_via_per_inst=1.43
export IMPL_numPortBuffers=2
export IMPL_track_usage=0.00880
export IMPL_grt_pass1_wl_um=393
export IMPL_ir_drop_uv=480
export IMPL_fill_cells=415
export IMPL_setup_viol=0
export IMPL_finalHoldViolCount=0
export IMPL_ys_ff=4
export IMPL_fin_crit_sh=0.908
export IMPL_synthCells=10
export IMPL_drc=0
export IMPL_vias=87
export IMPL_critical_path_top_delay_family="buffers and inverters"
export IMPL_root_buffer="clkbuf_4"
export IMPL_place_inst=58
export IMPL_worstPathArrival_ns=1.06
export IMPL_relSlewSlack=0.923
export IMPL_routabilityCongestion=0.534
export IMPL_hp_class="register to register"
export IMPL_hold_buffers=0
export IMPL_drt_iter0_drc=0
export IMPL_dr_pass1_iters=1
export IMPL_finalSetupTns_ns=0
export IMPL_initial_utilization=0.0392
export IMPL_post_cts_buffers=0
export IMPL_cts_sinks=4
export IMPL_rows=21
export IMPL_syn_mean_instance_area_um2=13.4
export IMPL_total_power_mw=0.261
export IMPL_first_global_vias=91
export IMPL_yosys_area_share_simple=0.159
export IMPL_insertion_delay_ns=0.23
export IMPL_core_mm2=0.00342
export IMPL_ys_sh_mux=0
export IMPL_area_growth_pct=74.8
export IMPL_chipArea_mm2=0.00640
export IMPL_fin_crit_ns=1.36
export IMPL_ios=3
export IMPL_drv_cap=0
export IMPL_grt_ovfl_total=0
export IMPL_ys_cells=10
export IMPL_path_class="register to output pin"
export IMPL_crit_chain="clkdlybuf4s50_1"
export IMPL_cts_buffers=3
export IMPL_synthAoiAreaFrac=0.0561
export IMPL_cp_start_kind="register"
export IMPL_slew_viol_final=0
export IMPL_rsz0062_at_grt="no"
export IMPL_cp_num_buf_inv=1
export IMPL_critPathSlowestCell="clkdlybuf4s50_1"
export IMPL_leakage_nw=0.0857
export IMPL_ctsResizeCount=0
export IMPL_tool_warnings=25
export IMPL_yosys_area_um2=134
-- metrics by stage --
| stage | utilization | area, µm² |
|---|---|---|
| CTS | 0.0685 | 234 |
| floorplan | - | 134 |
| global route | 0.0685 | 234 |
| detailed placement | 0.0619 | 211 |
| finish | 0.0685 | 234 |
| global placement | 0.0619 | 211 |
-- routing by layer --
metal,vias up,track usage,share of wire
met5,-,0,0
met4,0,0.00176,0
met3,0,0.0114,0.14
met2,5,0.00883,0.34
met1,38,0.0106,0.51
li1,44,-,-
-- final cells by class --
class,count,area [µm²],share of cell area
clock buffers,3,22.5,0.0963
multi-input cells,6,53.8,0.230
well taps,46,57.6,0.246
repair buffers,2,20.0,0.0856
flip-flops and latches,4,80.1,0.342
-- worst paths after layout --
path,from,endpoint,slack [ns],cells after the start
max,CLEAN,CLEAN,0.14,1
min,counter[0],counter[0],0.43,1
max reg2reg,counter[0],counter[2],0.48,3
min reg2reg,counter[0],counter[0],0.43,1
-- cell usage in the layout (no fill, tap or decap) --
cell type        instances
nor2b_2                  1
and2_1                   2
o21a_1                   1
dfxtp_1                  4
ha_1                     2
clkbuf_4                 3
clkdlybuf4s50_1          2
-- logic make-up (layout without fill, tap and decap cells) --
group / count (synthesis) / in the layout
flip-flops: 4 / 4
AND/OR/NAND/NOR: 3 / 3
adder cells (fa/ha/maj): 2 / 2
buffers and inverters: 0 / 5
AND-OR/OR-AND: 1 / 1
-- flip-flops by register name, indices dropped and copies added (netlist names) --
| register | flops |
|---|---|
| counter | 3 |
| CLEAN | 1 |
-- where the power goes --
part | switching [mW] | internal, mW
combinational | 0.00462 | 0.00828
sequential | 0.00295 | 0.114
clock | 0.0417 | 0.0893
total | 0.0493 | 0.211
-- synthesized netlist by cell type, drive strengths merged --
library cell  n  area (µm²)
and2          2        12.5
dfxtp         4        80.1
o21a          1        7.51
ha            2        25.0
nor2b         1        8.76
Power and IR drop assume default switching activity.
